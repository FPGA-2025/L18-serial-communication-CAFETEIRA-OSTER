==> flow/design.v <==
module receiver (
    input clk,
    input rstn,
    output wire ready,
    output wire [6:0] data_out,
    output wire parity_ok_n,
    input serial_in
);
    assign parity_ok_n = parity_ok_n_reg;
    assign data_out = receptor;
    assign ready = ready_reg;
    localparam S0 = 2'b00, S1 = 2'b01; 
    reg [1:0] state;
    reg [6:0] receptor;
    reg [2:0] n;
    reg paridade;
    reg parity_ok_n_reg;
    reg ready_reg;
    always @(posedge clk or negedge rstn) begin
        if (!rstn) begin
            receptor[6:0] = 7'b0000000;
            state = S0;
            n = 0;
        end else begin
            case(state) 
                S0: begin
                    if (!serial_in) begin
                        state = S1;
                    end
                end
                S1: begin
                    if (n < 7) begin 
                        receptor[6:0] = (receptor[6:0] >> 1) | (serial_in << 6);
                        n = n + 1;
                    end else begin
                        ready_reg = 1;
                        paridade = ^receptor[6:0];
                        if (paridade == serial_in) begin
                            parity_ok_n_reg = 0;
                        end else begin
                            parity_ok_n_reg = 1;
                        end
                        state = S0;
                    end
                end
                default: state = S0;
            endcase
        end
    end
endmodule
==> flow/run.sh <==
#!/bin/bash
# OpenROAD 26Q1-2900-gdf79404cd8, Yosys 0.63+post, stock flow scripts
make -C /OpenROAD-flow-scripts/flow DESIGN_CONFIG=/design/flow/config.mk WORK_HOME=/design/flow/orfs finish
==> flow/config.mk <==
export PLATFORM = sky130hd
export DESIGN_NAME = receiver
export DESIGN_NICKNAME = receiver
export VERILOG_FILES = /design/flow/design.v
export SDC_FILE = /design/flow/constraint.sdc
export NUM_CORES = 4
export LEC_CHECK = 1
export CORE_AREA = 10 10 70 70
export DIE_AREA = 0 0 80 80
==> flow/constraint.sdc <==
current_design receiver

set clk_period 2.0
set clk_io_pct 0.2

create_clock -name clk0 -period $clk_period [get_ports {clk}]

set non_clock_inputs [all_inputs -no_clocks]
set_input_delay [expr $clk_period * $clk_io_pct] -clock clk0 $non_clock_inputs
set_output_delay [expr $clk_period * $clk_io_pct] -clock clk0 [all_outputs]
==> flow_summary.ini <==
; synthesis and place-and-route metrics
[timing]
hold_violations = 0
tns_ns = 0
min_period_ns = 1.58
finClkSkew_ns = 0.00241
fmax_mhz = 634
min_period_over_period_pct = 78.8
setup_ws_ns = 0.424
setup_violations = 0
rsz0062_at_grt = no
drv_slew = 0

[route]
first_iter_violations = 4
drc = 0
first_pass_iters = 3
postRouteAntennaNets = 0
wl_per_cell_um = 9.64
n_antenna_cell = 0
num_vias = 349
vias_per_cell = 3.39
routed_wl_um = 993

[worst_setup_path]
r2r_setup_slack_ns = 0.84
cp_cell_sequence = clkdlybuf4s50_1
slowest_stage = clkdlybuf4s50_1
cp_num_buf_inv = 1
cp_max_fo = 4
arrival_ns = 1.18
setup.worst_path.class = reg2out
cpLargestDelayFamily = buffers and inverters
endpoint_kind = output pin
required_ns = 1.60
max_stage_delay_ns = 0.49
cp-start-kind = flip-flop

[finish]
final-seq-area_um2 = 332
logic_area_um2 = 236
nFillCells = 380
drive_gt1_share_pct = 22.8
largest_reg_flops = 7
syn2layout_area_growth_pct = 31.5
fin_util_pct = 22.5
stdcell_count = 103

[grt]
grt_pass1_wl_um = 1700
gr-usage-all-layers_pct = 3.21
use_met1_pct = 4.75
met3_usage_pct = 1.48
grt_pass1_vias = 380
grt_antenna_before_repair = 0
grtUsageMet2_pct = 4.09
gr-total-overflow = 0
grt-busiest-layer = met1
grt_start_max_net_pins = 13

[power_and_ir_drop]
vdd_ir_drop_max_v = 0.000321
p_per_area_mw_per_mm2 = 671
p_leak_nw = 0.313

[yosys]
simple_gate_share_pct = 7.51
avgSynthCellArea_um2 = 13.6
yosys.area_share.aoi_pct = 0.858
synth_warnings = 1
yosys_area_um2 = 583
synthCells = 43
yosys-stat-cells = 43
numSynthFlops = 13
mux_share_pct = 17.4
xor_share_pct = 12.0
yosys.cell_types.count = 18
logic_family = multiplexers
netlist_area_um2 = 583
ys_seq_share_pct = 56.9
fa_ha_area_share_pct = 2.15

[run_status]
status = finished, final reports clean

[die]
rows = 21
chipArea_mm2 = 0.00640
ios = 12
core_mm2 = 0.00342
fp_util_pct = 17.1
die-width_um = 80
dieHeight_um = 80

[place]
pre_cts_ws_ns = 0.435
routabilityCongestion = 0.743
numPortBuffers = 10
dp.cells = 99
post-dp-hpwl_um = 795

[cts]
cts_sinks = 13
cts_buffer_depth = 2
cts_tree = done
clkTransAtPathRegs_ns = 0.08
ctsResizeCount = 0
cts_max_level = 1
clock-root-buffer = clkbuf_4
clk_latency_ns = 0.27
cts_made_buffers = 3
cts_setup_buffers = 0
cts_hold_buf = 0

[job]
log.warning_count = 25
drv_cap = 0

[hold_path]
hold_path.class = in2async
==> power by group <==
group / total (W) / internal (W) / switching [W]
combinational: 0.0000610 / 0.0000402 / 0.0000209
sequential: 0.000296 / 0.000283 / 0.0000128
clock: 0.000157 / 0.0000771 / 0.0000801
total: 0.000514 / 0.000401 / 0.000114
==> stage by stage <==
stage	hold WS, ns	total power [W]	cell area, um2
after floorplan	0.104	0.000332	583
after global placement	0.451	0.000364	741
after detailed placement	0.459	0.000365	741
after CTS	0.466	0.000524	767
after global routing	0.479	0.000547	767
final	0.457	0.000514	767
==> cell usage after synthesis, drive strengths merged <==
library cell  number  area [um2]
buf                1        7.51
dfrtp             11         275
inv                2        7.51
nor2               1        3.75
conb               1        3.75
edfxtp             1        30.0
nand2              3        18.8
xnor2              7        61.3
o21ai              1        5.00
mux2               9         101
nand4              1        6.26
dfstp              1        26.3
nand3              2        15.0
ha                 1        12.5
xor2               1        8.76
==> layout make-up <==
type	count	share of cell area, %
sequential	13	43.2
multi-input combinational	27	30.8
timing repair buffer	11	14.0
tap	46	7.50
clock buffer	4	3.43
inverter	2	0.979
==> cells by family after synthesis <==
logic type | after synthesis
mux | 9
xor+xnor | 8
buf+inv | 3
flops | 13
compound gates | 1
fa+ha+maj | 1
simple gates | 7
other cells | 1
==> routing by layer <==
metal	vias up	share of wire [%]
met1	167	49
met4	0	0
li1	174	-
met3	0	9.4
met2	8	41
met5	-	0
==> final timing paths <==
check,startpoint,endpoint,depth (start not counted)
worst max-delay path,receptor[3],data_out[3],1
worst min-delay path,rstn,n[2],2
worst max register to register,n[0],receptor[0],3
worst min register to register,state[0],state[0],2
max in group asynchronous,rstn,state[0],2
min in group clk0,state[0],state[0],2
==> layout by cell type (no fill, tap or decap), types with 2 or more instances in the layout <==
cell and instances:
mux2_1 3, nand2_1 2, inv_1 2, clkbuf_4 3
xnor2_1 7, clkdlybuf4s50_1 10, dfrtp_1 11, mux2_2 6
No activity file was given, so power comes from the tool's default toggle rates.
