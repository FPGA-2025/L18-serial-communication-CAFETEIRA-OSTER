--- design/flow/design.v ---
module transmitter (
    input clk,
    input rstn,
    input start,
    input [6:0] data_in,
    output reg serial_out
);
    localparam S0 = 2'b00, S1 = 2'b01;
    reg [1:0] state;
    reg [2:0] n;
    reg paridade; 
    always @(posedge clk or negedge rstn) begin
        if (!rstn) begin
            serial_out <= 1'b1;
            state <= S0;
            n <= 0;
            paridade <= 0;
        end else begin
            case(state)
                S0: begin
                    serial_out <= 1;
                    n <= 0;
                    if (start) begin
                        paridade <= ^data_in;
                        serial_out <= 0;  
                        state <= S1;
                    end
                end
                S1: begin
                    if (n < 7) begin
                        serial_out <= data_in[n];
                        n <= n + 1;
                    end else begin
                        serial_out <= paridade;
                        state <= S0;
                    end
                end
                default: state <= S0;
            endcase
        end
    end
endmodule
--- design/flow/constraint.sdc ---
current_design transmitter

set clk_period 2.4
set clk_io_pct 0.2

create_clock -name clk0 -period $clk_period [get_ports {clk}]

set non_clock_inputs [all_inputs -no_clocks]
set_input_delay [expr $clk_period * $clk_io_pct] -clock clk0 $non_clock_inputs
set_output_delay [expr $clk_period * $clk_io_pct] -clock clk0 [all_outputs]
--- design/flow/config.mk ---
export PLATFORM = sky130hd
export DESIGN_NAME = transmitter
export DESIGN_NICKNAME = transmitter
export VERILOG_FILES = /design/flow/design.v
export SDC_FILE = /design/flow/constraint.sdc
export NUM_CORES = 4
export LEC_CHECK = 1
export CORE_AREA = 10 10 73 73
export DIE_AREA = 0 0 83 83
--- design/flow/run.sh ---
#!/bin/bash
# OpenROAD 26Q1-2900-gdf79404cd8, Yosys 0.63+post, stock flow scripts
make -C /OpenROAD-flow-scripts/flow DESIGN_CONFIG=/design/flow/config.mk WORK_HOME=/design/flow/orfs finish
==> results.txt <==
Reports from this run.

- The flow ran to the end, and the final reports show no timing, DRC or antenna violations.
- The post-route netlist has roughly an eighth of its cells at a drive strength greater than 1.
- The number of detailed-route iterations in the first pass reads 4.
- The residual overflow from global routing is 0.
- For this run, the total global-route usage over all layers was measured as approximately 2.8%.
- The area of all placed cells without fillers is approximately 640 sq um.
- The combined area of all synthesized cells reads approximately 450 sq um.
- The cell area after placement is 591 sq um.
- The number of hold buffers added after cts is 0.
- The post-layout minimum cycle time reads around 1.7 ns.
- Per the run summary, max-cap violations total 0.
- The cell type that accounts for the most area after synthesis is sky130_fd_sc_hd__dfrtp_1.
- After its last routability iteration, the placer logged a weighted congestion of about 0.70.
- In this run the static leakage power is ~0.26 nW.
- The sort of element at the start of the critical path is a flop.
- The core utilization of the finished layout is between 15 and 20%.
- The number of instances in the placed design is approximately 98.
- The vias per cell reads approximately 3.4.
- The maximum clock path buffer count reads 2.
- Setup total negative slack on the finished layout was measured at 0 ns.
- The die is between 80 and 90 microns tall.
- The most common cell after layout, fill and taps aside reads sky130_fd_sc_hd__clkdlybuf4s50_1.
- The setup slack of the critical path after layout is between 0.7 and 0.8 ns.
- The OpenROAD report gives the critical path a data arrival time of around 1.2 ns.
- The number of placement rows reads 22.
- The routed wire length is about 1000 microns.
- The share of the clock period used by the worst path after layout reads a little over two thirds.
- The critical path's top delay family reads flip-flops.
- The number of resized instances in the post-cts repair step reads 0.
- Looking at the max-slew report, the worst-margin pin has a slew of 0.362 ns.
- The half-perimeter wire length after placement reads about 790 microns.
- The worst hold margin reads around 0.50 ns.
- Entering global routing, the biggest net connects 11 pins.
- The clock latency on the worst-skew pair is between 0.2 and 0.25 ns.
- Counting the warning lines in the Yosys log gives 1.
- The count of non-filler cells in the finished layout is slightly above 100.
- Per the STA report, the cell with the highest stage delay on the worst path is sky130_fd_sc_hd__dfstp_2.
- The post-synthesis area per instance is roughly 11 sq um.
- The yosys cell count is 42.
- The first global-routing pass estimated about 1600 microns of wire.
- After synthesis, the cell types taking the most area are sky130_fd_sc_hd__dfrtp_1 28%, sky130_fd_sc_hd__dfstp_2 12%, sky130_fd_sc_hd__xnor3_1 10%.
- The clock tree from TritonCTS reads built.
- The endpoint kind of the worst setup timing path is a primary output.
- The number of logged tool warnings reads 25.
- The critical-path maximum fanout reads 2.
- The fraction of post-synthesis cell area in the top cell type by area is 28.1%.
- The max-slew headroom at the worst pin reads between 70% and 80%.
- The width of the die reads between 80 and 90 microns.
- On the reported timing paths, the clock transition at the registers reads about 0.040 ns.
- The sink count of the clock tree reads 7.
- The number of pins with negative max-slew slack in the final report reads 0.
- The routed wire length per instance reads about 10 microns.
- The most common logic cells in the final layout are 10 x sky130_fd_sc_hd__clkdlybuf4s50_1, 5 x sky130_fd_sc_hd__nand2_1, 5 x sky130_fd_sc_hd__dfrtp_1, 4 x sky130_fd_sc_hd__a21oi_1, 4 x sky130_fd_sc_hd__mux2i_1.
- Setup repair after global routing left no endpoint under its margin.
- The remaining design rule violation count reads 0.
- Once synthesis finished, the tally of register bits stood at 7.
- The maximum ir drop on the vdd rail reads roughly 0.17 mV.
- The total power per unit cell area reads just over 1000 nW/um^2.
- The highest clock rate this design can be run at is between 0.5 and 0.6 GHz.
- The number of levels the H-tree was split into reads 1.
- The post-placement worst setup slack is 0.613 ns.
- Sequential cells were found to cover roughly two fifths of the synthesized design area.
- The path type of the worst setup path is reg -> out.
- The worst hold path belongs to the class reg -> reg.
- The number of standard cells after synthesis reads about 42.
- The overall die size recorded for this design is between 6000 and 7000 sq um.
- The largest stage delay on the critical path is 0.52 ns.
- In this run the critical path is formed by clkdlybuf4s50_1.
- The tally of buffers added on design ports reads 10.
- Along the critical path, the tally of buffer and inverter instances is 1.
- For reference, the final report shows the hold violation count at 0.
- CTS placed an instance of sky130_fd_sc_hd__clkbuf_8 at the clock tree root.
- Power comes to 0.648 mW.
- In this run the layout overhead on the synthesized area is reported as 42.7%.
- The via count reads approximately 350.
- The CTS buffer count is 3.
- The unique cell type count in the Yosys netlist reads 22.
- The repair_antennas step left the layout with diodes totalling 0.
- The via count of the first global-routing pass is ~350.
- The required time of the critical path is ~1.9 ns.
- In the final run the clock tree shows a worst skew of between 0.0006 and 0.0007 ns.
- The count of pins on the block boundary is 11.
- After floorplanning, the core was sized to cover about 3700 sq um.
- Once iteration 0 of detailed routing completed, the report listed 6 DRC markers.
- The yosys-reported design area after synthesis reads ~450 sq um.
- The initial antenna violation count is 0.
- The antenna violation net count after detailed routing reads 0.
- The final report lists the setup-violating endpoint count as 0.
- The starting utilization of the core area reads 11.9%.
- The setup fix buffers added after clock tree synthesis reads 0.
==> flip-flops by register name, summed over array words and instances (netlist names) <==
signal / count
state: 2
n: 3
paridade: 1
serial_out: 1
==> final cells by class <==
class                      instances  area [sq um]
multi-input combinational         30           241
sequential                         7           178
tap                               48          60.1
fill                             428          3110
inverter                           3          11.3
timing repair buffer              10           100
clock buffer                       4          45.0
==> Yosys cell counts <==
| master | number |
|---|---|
| sky130_fd_sc_hd__clkbuf_1 | 1 |
| sky130_fd_sc_hd__o21ai_0 | 1 |
| sky130_fd_sc_hd__nor2b_1 | 1 |
| sky130_fd_sc_hd__inv_1 | 3 |
| sky130_fd_sc_hd__dfstp_2 | 2 |
| sky130_fd_sc_hd__xnor3_1 | 2 |
| sky130_fd_sc_hd__o22ai_1 | 1 |
| sky130_fd_sc_hd__ha_1 | 1 |
| sky130_fd_sc_hd__dfrtp_1 | 5 |
| sky130_fd_sc_hd__mux4_2 | 1 |
| sky130_fd_sc_hd__nand2_1 | 5 |
| sky130_fd_sc_hd__nand3_1 | 2 |
| sky130_fd_sc_hd__mux2i_1 | 4 |
| sky130_fd_sc_hd__a21oi_1 | 4 |
| sky130_fd_sc_hd__nor2_1 | 1 |
| sky130_fd_sc_hd__buf_6 | 1 |
| sky130_fd_sc_hd__a211oi_1 | 1 |
| sky130_fd_sc_hd__a31oi_1 | 2 |
| sky130_fd_sc_hd__xor2_1 | 1 |
| sky130_fd_sc_hd__xnor2_1 | 1 |
| sky130_fd_sc_hd__a21oi_2 | 1 |
| sky130_fd_sc_hd__nor3_1 | 1 |
==> where the power goes <==
| group | switching (mW) | internal [mW] | total, mW |
|---|---|---|---|
| clock network | 0.0522 | 0.115 | 0.167 |
| logic | 0.0907 | 0.137 | 0.228 |
| registers | 0.0771 | 0.176 | 0.254 |
| total | 0.220 | 0.428 | 0.648 |
==> cells by family after synthesis <==
family                   after synthesis  share of synthesized area (%)
XOR/XNOR                               4                           14.0
multiplexers                           5                           14.0
buffers and inverters                  5                           5.90
AND/OR/NAND/NOR                       10                           9.83
adder cells (fa/ha/maj)                1                           2.81
flip-flops                             7                           39.9
AND-OR/OR-AND                         10                           13.5
==> routing by layer <==
metal / vias up / global-route usage, % / share of wire, %
li1: 174 / - / -
met1: 166 / 3.05 / 43
met2: 6 / 4.47 / 49
met3: 5 / 1.38 / 4.7
met4: 0 / 0.923 / 3.2
met5: - / 0 / 0
==> worst paths after layout <==
kind                            start         end  slack [ns]  cells after the start
hold reg to reg              paridade    paridade        0.50                      2
max in group asynchronous        rstn  serial_out        1.59                      1
setup / recovery           serial_out  serial_out        0.70                      1
min in group asynchronous        rstn        n[0]        0.52                      1
hold / removal               paridade    paridade        0.50                      2
setup reg to reg                 n[0]  serial_out        1.00                      3
Power and IR drop assume default switching activity.
